**design/flow/design.v**
```verilog
`timescale 1ns / 1ps
module RAM (
    input wire CLK,                 
    input wire WE,                  
    input wire [7:0] Addr,          
    input wire [7:0] Data_In,       
    output reg [7:0] Data_Out       
    );
    reg [7:0] memory_array [255:0];  
    always @(posedge CLK) begin
        if (WE) begin
            memory_array[Addr] <= Data_In;
        end
    end
    always @(posedge CLK) begin
        Data_Out <= memory_array[Addr];
    end
endmodule
```
**design/flow/constraint.sdc**
```tcl
current_design RAM

set clk_period 26.7
set clk_io_pct 0.2

create_clock -name clk0 -period $clk_period [get_ports {CLK}]

set non_clock_inputs [all_inputs -no_clocks]
set_input_delay [expr $clk_period * $clk_io_pct] -clock clk0 $non_clock_inputs
set_output_delay [expr $clk_period * $clk_io_pct] -clock clk0 [all_outputs]
```
**design/flow/config.mk**
```make
export PLATFORM = sky130hd
export DESIGN_NAME = RAM
export DESIGN_NICKNAME = RAM
export VERILOG_FILES = /design/flow/design.v
export SDC_FILE = /design/flow/constraint.sdc
export NUM_CORES = 4
export LEC_CHECK = 1
export CORE_UTILIZATION = 30
```
**design/flow/run.sh**
```bash
#!/bin/bash
# OpenROAD 26Q1-2900-gdf79404cd8, Yosys 0.63+post, stock flow scripts
make -C /OpenROAD-flow-scripts/flow DESIGN_CONFIG=/design/flow/config.mk WORK_HOME=/design/flow/orfs finish
```
==> PnR_summary.wiki <==
== Implementation results ==
{| class="wikitable"
! Metric !! Value
|-
| Reg2reg path depth || 5
|-
| Die width || 514 um
|-
| Pre-antenna DRT Iters || 5
|-
| Total power of the final layout || 6640 uW
|-
| Clk ins delay skew pair || 0.84 ns
|-
| Async set-reset flop share out of synthesis || 0%
|-
| Number of warnings in the stage logs || 26
|-
| GRT Residual Overflow || 0
|-
| Result of the run || finished clean
|-
| Static leakage power || 0.0270 uW
|-
| Worst Hold End || Data_Out[1]
|-
| Worst R2R Start || memory_array[171][4]
|-
| Number of primary I/O pins || 26
|-
| Crit Path Max Fanout || 75
|-
| Clock transition time at the flip-flop clock pins of the worst setup and hold paths || 0.06 ns
|-
| CTS H-Tree Depth || 4
|-
| Top achievable clock speed || 108 MHz
|-
| Synthesized instance count || 3,547
|-
| Overall die area || 0.264 sq mm
|-
| Pin count of the biggest net entering global routing || 100
|-
| Area growth from synthesis to layout || 15.0%
|-
| CP startpoint kind || input port
|-
| Fraction of the cycle the final worst path needs || 34.7%
|-
| Critical Path End Type || flop
|-
| Height of the chip || 514 um
|-
| Port bufs || 25
|-
| Number of design rule violations left after detail routing || 0
|-
| Cell count listed in synth_stat.txt || 3,547
|-
| Relative slew margins || 16.1%
|-
| Mean number of vias per cell || 5.03
|-
| Number of failing setup endpoints in the final timing report || 0
|-
| Buffer count from post-CTS setup fixing || 0
|-
| Cell taking the most area after synthesis || sky130_fd_sc_hd__edfxtp_1
|-
| Number of antenna violations at the first check in global routing || 8
|-
| Worst hold path type || flop to flop
|-
| Post-CTS resize count || 0
|-
| CTS tree || done
|-
| Worst Hold Path Cells || 5
|-
| Sequential share of the synthesized area || 78.6%
|-
| Area of the core || around 0.26 sq mm
|-
| Sum Neg Setup Slack || 0 ns
|-
| Half-perimeter wire length after detailed placement || 113 mm
|-
| Number of global-route vias before repair || between 40,000 and 50,000
|-
| Total power divided by cell area || between 70 and 80 mW/mm^2
|-
| Hold path startpoint || memory_array[22][1]
|-
| Arr. time, crit path || 9.91 ns
|-
| Worst hold slack after final layout || 0.975 ns
|-
| Peak ir drop on the vdd network || 0.0797 mV
|-
| Reported max-cap violation count || 0
|-
| Final Max Tran Viols || 0
|-
| Area share, top type || 78.3%
|-
| Data required time at the worst endpoint || approximately 27 ns
|-
| Top cells by area, synth || sky130_fd_sc_hd__edfxtp_1 (78%), sky130_fd_sc_hd__mux4_2 (15%), sky130_fd_sc_hd__a22oi_1 (2.4%)
|-
| Min cycle time layout || 9.26 ns
|-
| Routed length per instance || 25.9 um
|-
| Last weighted congestion value of the routability-driven placer || 0.858
|-
| Clk sinks || 2,056
|-
| Final wirelength || 192 mm
|-
| Post-route ant nets || 0
|-
| Chip area in the Yosys report || 0.0785 sq mm
|-
| Total of hold buffers inserted after clock tree synthesis || 0
|-
| Worst-Margin Slew || 1.24 ns
|-
| RSZ-0062 raised after global routing || no
|-
| Register-to-Register Setup Slack || about 24 ns
|-
| Wire length of the first global-routing pass || 283 mm
|-
| Post-synthesis sequential element count || 2,056
|-
| Synth Flop Type || sky130_fd_sc_hd__edfxtp_1
|-
| Synth Warn # || 1
|-
| Count of distinct cell types in the synthesized netlist || 22
|-
| Maximum buffer depth of the clock tree || 3
|-
| Clock Root Buffer || sky130_fd_sc_hd__clkbuf_16
|-
| Via count || 37,300
|-
| Number of CTS-inserted buffers || approximately 200
|-
| Detailed Route Iter0 Violations || 2,776
|-
| Cell area after synthesis || a little under 0.08 sq mm
|-
| Layout cell share with drive strength beyond 1 || 26.3%
|-
| Setup Skew || approximately 0.044 ns
|-
| Final hold violations || 0
|-
| Total number of placement rows || between 150 and 200
|-
| Global router's overall resource usage || 15.8%
|-
| Capturing point of the worst reg2reg path || Data_Out[4]
|-
| Synth Area per Inst || 22.1 sq um
|-
| Starting density of the core || 30.2%
|-
| EDFF count, synth || 2,048
|-
| Worst Path Class, Setup || input port to flop
|}
## cell usage after synthesis, types with 3 or more instances
master                     count
sky130_fd_sc_hd__a21oi_1     128
sky130_fd_sc_hd__a22oi_1     256
sky130_fd_sc_hd__and2_1        3
sky130_fd_sc_hd__buf_1        19
sky130_fd_sc_hd__buf_2        36
sky130_fd_sc_hd__buf_4        16
sky130_fd_sc_hd__buf_6        16
sky130_fd_sc_hd__clkbuf_1    145
sky130_fd_sc_hd__dfxtp_1       8
sky130_fd_sc_hd__edfxtp_1   2048
sky130_fd_sc_hd__mux4_2      512
sky130_fd_sc_hd__nand2_1      28
sky130_fd_sc_hd__nand2b_1      6
sky130_fd_sc_hd__nand3_1      13
sky130_fd_sc_hd__nand4_1       8
sky130_fd_sc_hd__nor2_1      232
sky130_fd_sc_hd__nor2b_1       7
sky130_fd_sc_hd__nor3_1       30
sky130_fd_sc_hd__o41ai_1      32
## layout by cell type, fill, tap and decap left out, drive strengths merged
master,count
nand3,13
a22oi,256
clkinv,89
edfxtp,2048
dfxtp,8
bufinv,17
a21oi,128
nand2,28
nor2b,7
and2,3
inv,7
mux4,512
nand2b,6
o41ai,32
nor3,30
nor2,232
or3,1
diode,3
clkinvlp,1
nand4,8
clkbuf,260
clkdlybuf4s50,15
or2,2
buf,205
## sequential cells by signal, summed over array words and instances (netlist names)
register,count
Data_Out,8
memory_array,2048
## through the flow
step           instances  worst slack, ns  instance area, sq um  util [%]
6_report            7407            17.44                 90200      34.7
5_1_grt             7406            17.04                 90200      34.7
4_1_cts             7404            17.28                 90200      34.7
3_5_place_dp        7031            16.36                 83700      32.2
3_3_place_gp        7031            15.82                 83700      32.2
2_1_floorplan       3547            19.14                 78500         -
## critical path, stage by stage
cell and delay (ns):
sky130_fd_sc_hd__buf_8 0.47, sky130_fd_sc_hd__buf_4 0.67, sky130_fd_sc_hd__buf_4 0.70, sky130_fd_sc_hd__buf_4 0.65, sky130_fd_sc_hd__mux4_2 0.41, sky130_fd_sc_hd__a22oi_1 0.25
sky130_fd_sc_hd__a21oi_1 0.24, sky130_fd_sc_hd__o41ai_2 0.91, sky130_fd_sc_hd__nand4_1 0.15
## cell type report
class / count / area [sq um]
multi-input combinational: 1258 / 15800
antenna: 3 / 7.51
clock inverter: 113 / 1080
timing repair buffer: 220 / 1830
inverter: 1 / 3.75
tap: 3496 / 4370
clock buffer: 260 / 5430
fill: 23600 / 170000
sequential: 2056 / 61700
## worst max path at each step
stage	start	end	cells after the start	slack (ns)
finish	Addr[1]	Data_Out[4]	9	17.44
global route	Addr[0]	Data_Out[0]	9	17.04
CTS	Addr[1]	Data_Out[5]	9	17.28
## power by group
| group | internal [uW] | total, uW | leakage, uW | switching (uW) |
|---|---|---|---|---|
| Clock | 1600 | 2780 | 0.00321 | 1180 |
| Combinational | 102 | 292 | 0.00535 | 190 |
| Sequential | 3560 | 3570 | 0.0185 | 7.42 |
## cell families (layout without fill, tap and decap cells)
family,count (synthesis),after routing,share of synthesized area (%)
AOI/OAI and AO/OA,416,416,3.62
buffers and inverters,233,594,1.40
DFF,2056,2056,78.6
muxes,512,512,14.7
other,0,3,0
and+or+nand+nor,330,330,1.73
## routing by layer
metal / up-vias / track usage (%) / wire [um]
met5: - / 0.804 / 207
li1: 15500 / - / -
met2: 2293 / 24.6 / 93800
met1: 19200 / 17.8 / 62700
met3: 290 / 11.2 / 29400
met4: 10 / 3.73 / 5510
Power and IR drop assume default switching activity.
