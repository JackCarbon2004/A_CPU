[flow/run.sh]
#!/bin/bash
# OpenROAD 26Q1-2900-gdf79404cd8, Yosys 0.63+post, stock flow scripts
make -C /OpenROAD-flow-scripts/flow DESIGN_CONFIG=/design/flow/config.mk WORK_HOME=/design/flow/orfs finish
[flow/config.mk]
export PLATFORM = sky130hd
export DESIGN_NAME = ALU_with_DualPort_RAM
export DESIGN_NICKNAME = ALU_with_DualPort_RAM
export VERILOG_FILES = /design/flow/design.v
export SDC_FILE = /design/flow/constraint.sdc
export NUM_CORES = 4
export LEC_CHECK = 1
export CORE_UTILIZATION = 50
[flow/constraint.sdc]
current_design ALU_with_DualPort_RAM

set clk_period 18.3
set clk_io_pct 0.2

create_clock -name clk0 -period $clk_period [get_ports {CLK}]

set non_clock_inputs [all_inputs -no_clocks]
set_input_delay [expr $clk_period * $clk_io_pct] -clock clk0 $non_clock_inputs
set_output_delay [expr $clk_period * $clk_io_pct] -clock clk0 [all_outputs]
[flow/design.v]
`timescale 1ns / 1ps
module ALU_with_DualPort_RAM (
    input wire CLK,                   
    input wire [7:0] Addr_A,          
    input wire [7:0] Addr_B,          
    input wire [3:0] Opcode,          
    input wire Cin,                   
    input wire [7:0] Addr_Z,          
    input wire WE_Z,                  
    input wire [7:0] Data_In_RAM,     
    output wire [7:0] Data_A_Out,     
    output wire [7:0] Data_B_Out,     
    output wire [7:0] Z_Out,          
    output wire [2:0] Comparator_Flags  
    );
    wire [7:0] A;
    wire [7:0] B;
    wire [7:0] Z;
    wire Cout;
    wire XBY, YBX, XEY;
    Dual_Port_RAM dpram (
        .CLK(CLK),
        .Addr_A(Addr_A),
        .Data_A(A),
        .Addr_B(Addr_B),
        .Data_B(B),
        .Addr_C(Addr_Z),
        .Data_C(Z),
        .WE_C(WE_Z),
        .Data_Out_RAM()  
    );
    fullALU alu (
        .x(A),
        .y(B),
        .opcode(Opcode),
        .Cin(Cin),
        .z(Z),
        .Cout(Cout),
        .XBY(XBY),
        .YBX(YBX),
        .XEY(XEY)
    );
    assign Data_A_Out = A;
    assign Data_B_Out = B;
    assign Z_Out = Z;
    assign Comparator_Flags = {XBY, YBX, XEY};
endmodule
module OneANDerORer(
    input X,
    input Y,
    output Zand,
    output Zor
    );
    assign Zand = X & Y;
    assign Zor = X | Y;
endmodule
module EightANDerORer(
    input [7:0] X,
    input [7:0] Y,
    output [7:0] Zand,
    output [7:0] Zor
    );
    genvar i;
    generate
        for (i = 0; i < 8; i = i + 1) begin : ANDOR_GEN
            OneANDerORer u0 (
                .X(X[i]),
                .Y(Y[i]),
                .Zand(Zand[i]),
                .Zor(Zor[i])
            );
        end
    endgenerate
endmodule
`timescale 1ns / 1ps
module Dual_Port_RAM (
    input wire CLK,                   
    input wire [7:0] Addr_A,          
    output reg [7:0] Data_A,          
    input wire [7:0] Addr_B,          
    output reg [7:0] Data_B,          
    input wire [7:0] Addr_C,          
    input wire [7:0] Data_C,          
    input wire WE_C,                  
    output wire [7:0] Data_Out_RAM
    );
    reg [7:0] memory_array [255:0];  
    always @(posedge CLK) begin
        Data_A <= memory_array[Addr_A];
    end
    always @(posedge CLK) begin
        Data_B <= memory_array[Addr_B];
    end
    always @(posedge CLK) begin
        if (WE_C) begin
            memory_array[Addr_C] <= Data_C;
        end
    end
    assign Data_Out_RAM = memory_array[Addr_C];
endmodule
`timescale 1ns / 1ps
module EightComparator(
    input [7:0] X,
    input [7:0] Y,
    output reg XBY,   
    output reg YBX,   
    output reg XEY    
    );
    always @(*) begin
        XBY = 0;
        YBX = 0;
        XEY = 1;
        if (X[7] > Y[7]) begin
            XBY = 1;
            YBX = 0;
            XEY = 0;
        end else if (X[7] < Y[7]) begin
            XBY = 0;
            YBX = 1;
            XEY = 0;
        end else if (X[6] > Y[6]) begin
            XBY = 1;
            YBX = 0;
            XEY = 0;
        end else if (X[6] < Y[6]) begin
            XBY = 0;
            YBX = 1;
            XEY = 0;
        end
        else begin
            XBY = 0;
            YBX = 0;
            XEY = 1;
        end
    end
endmodule 
module OneComparator(
    input X,
    input Y,
    output XBY,   
    output YBX,   
    output XEY    
    );
    assign XBY = (X & ~Y);
    assign YBX = (~X & Y);
    assign XEY = (X == Y);
endmodule
`timescale 1ns / 1ps
module fullALU(
    input  wire [7:0] x,        
    input  wire [7:0] y,        
    input  wire [3:0] opcode,   
    input  wire       Cin,      
    output reg  [7:0] z,        
    output wire       Cout,     
    output wire       XBY,      
    output wire       YBX,      
    output wire       XEY       
    );
    wire [7:0] add_result;
    wire add_cout;
    wire [7:0] and_result;
    wire [7:0] or_result;
    wire [7:0] not_result;
    wire [7:0] shift_left_result;
    wire [7:0] shift_right_result;
    Full_ADDER8bit adder (
        .x    (x),
        .y    (y),
        .Cin  (Cin),
        .z    (add_result),
        .Cout (add_cout)
    );
    EightANDerORer and_or (
        .X     (x),
        .Y     (y),
        .Zand  (and_result),
        .Zor   (or_result)
    );
    NOTer noter (
        .X (x),
        .Z (not_result)
    );
    ShiftLeft shifter_left (
        .X (x),
        .Z (shift_left_result)
    );
    ShiftRight shifter_right (
        .X (x),
        .Z (shift_right_result)
    );
    EightComparator comparator (
        .X    (x),
        .Y    (y),
        .XBY  (XBY),
        .YBX  (YBX),
        .XEY  (XEY)
    );
    assign Cout = add_cout;
    always @(*) begin
        case (opcode)
            4'b0000: z = add_result;           
            4'b0001: z = and_result;           
            4'b0010: z = or_result;            
            4'b0011: z = not_result;           
            4'b0100: z = shift_left_result;    
            4'b0101: z = shift_right_result;   
            4'b0110: z = XBY ? 8'hFF : 8'h00;  
            4'b0111: z = YBX ? 8'hFF : 8'h00;  
            4'b1000: z = XEY ? 8'hFF : 8'h00;  
            default: z = 8'h00;                 
        endcase
    end
endmodule
`timescale 1ns / 1ps
module Full_ADDER8bit (
    input  wire [7:0] x,
    input  wire [7:0] y,
    input  wire       Cin,
    output wire [7:0] z,
    output wire        Cout
);
    wire [8:0] carry;
    assign carry[0] = Cin;
    Full_ADDERA0 FA0 (
        .x    (x[0]),
        .y    (y[0]),
        .Cin  (carry[0]),
        .z    (z[0]),
        .Cout (carry[1])
    );
    Full_ADDERA0 FA1 (
        .x    (x[1]),
        .y    (y[1]),
        .Cin  (carry[1]),
        .z    (z[1]),
        .Cout (carry[2])
    );
    Full_ADDERA0 FA2 (
        .x    (x[2]),
        .y    (y[2]),
        .Cin  (carry[2]),
        .z    (z[2]),
        .Cout (carry[3])
    );
    Full_ADDERA0 FA3 (
        .x    (x[3]),
        .y    (y[3]),
        .Cin  (carry[3]),
        .z    (z[3]),
        .Cout (carry[4])
    );
    Full_ADDERA0 FA4 (
        .x    (x[4]),
        .y    (y[4]),
        .Cin  (carry[4]),
        .z    (z[4]),
        .Cout (carry[5])
    );
    Full_ADDERA0 FA5 (
        .x    (x[5]),
        .y    (y[5]),
        .Cin  (carry[5]),
        .z    (z[5]),
        .Cout (carry[6])
    );
    Full_ADDERA0 FA6 (
        .x    (x[6]),
        .y    (y[6]),
        .Cin  (carry[6]),
        .z    (z[6]),
        .Cout (carry[7])
    );
    Full_ADDERA0 FA7 (
        .x    (x[7]),
        .y    (y[7]),
        .Cin  (carry[7]),
        .z    (z[7]),
        .Cout (carry[8])
    );
    assign Cout = carry[8];
endmodule
module Full_ADDERA0(
    input x,
    input y,
    input Cin,
    output z,
    output Cout
);
    wire s1, c1, c2;
    assign s1 = x ^ y;
    assign z = s1 ^ Cin;
    assign c1 = x & y;
    assign c2 = s1 & Cin;
    assign Cout = c1 | c2;
endmodule
`timescale 1ns / 1ps
module ShiftLeft(
    input  [7:0] X,
    output [7:0] Z
);
    assign Z = X << 1;
endmodule
`timescale 1ns / 1ps
module NOTer(
    input  [7:0] X,   
    output [7:0] Z     
);
    assign Z = ~X;
endmodule
`timescale 1ns / 1ps
module ShiftRight(
    input  [7:0] X,   
    output [7:0] Z     
);
    assign Z = X >> 1;
endmodule
==> impl_metrics.tcl <==
# yosys + openroad results
set metrics [dict create \
    ys_cells 5072 \
    min_path_type "reg -> reg" \
    peakVddDrop_mv 0.0824 \
    dpl.cell_count 7619 \
    clkLatencyLatePin_ps 880 \
    p_per_area_nw_per_um2 99.5 \
    outcome "completed" \
    cts_tree "done" \
    pre_cts_slack_ps 6060 \
    start_kind "input port" \
    cts_setup_buffers 0 \
    syn_avg_cell_area_sq_um 19.3 \
    avgRoutedWirePerCell_um 37.6 \
    cts_buffer_depth 3 \
    fin_ws_ps 6060 \
    startpoint "Cin" \
    ant_nets 0 \
    syn_to_final_growth_pct 11.5 \
    syn_inst 5072 \
    drive_gt1_frac 0.318 \
    grt_usage 0.351 \
    tightest_slew_ps 1270 \
    min_period_ps 12240 \
    synth_flops 2064 \
    reg2reg_depth 15 \
    crit_fanout 37 \
    warnings 65 \
    dp_hpwl_um 194000 \
    power.total_mw 10.8 \
    setup_viol 0 \
    slew_headroom 0.154 \
    fmax_mhz 81.7 \
    cts.sinks 2064 \
    synth_seq_share 0.633 \
    grt_pass1_vias 59900 \
    routabilityCongestion 0.982 \
    clk_pin_slew_ps 60 \
    worstSetupPathType "in -> out" \
    ff_type "edfxtp_1" \
    hold_viol_final 0 \
    drtIter0Drc 3564 \
    final_cell_count_no_fill 8032 \
    postLayoutCoreUtil 0.564 \
    yosys_warnings 3 \
    cts-htree-levels 4 \
    fp_util 0.505 \
    row_count 161 \
    vias 54400 \
    rsz0062_at_grt "false" \
    post-route-drc-count 0 \
    finalWirelength_um 302000 \
    r2r-end "dpram.memory_array[136][6]$_DFFE_PP_" \
    grt_pass1_wl_um 430000 \
    ys_types 59 \
    placed_area_sq_um 102000 \
    r2r_slack_ps 12730 \
    holdBufCountCts 0 \
    crit_required_ps 14640 \
    cp_data_arrival_time_ps 8580 \
    detail_route.first_pass.iterations 5 \
    syn-cell-area_sq_um 97600 \
    grt_max_degree 141 \
    finalClockPeriodUsage 0.669 \
    slew_viol_final 0 \
    skew_ps 43.2 \
    die_w_um 444 \
    numCtsBuffers 214 \
    dieArea_sq_um 197000 \
    end_kind "primary output" \
    root_buffer "clkbuf_16" \
    worstSetupEndpoint "Z_Out[6]" \
    core_sq_um 193000 \
    portBuffers 57 \
    worstReg2RegStart "dpram.Data_A[0]$_DFF_P_" \
    yosys_area_sq_um 97600 \
    postLayoutCellArea_sq_um 109000 \
    power_leakage_nw 35.1 \
    async_flop_share 0 \
    grt_overflow 0 \
    ios 66 \
    die_y_um 444 \
    hold-worst-slack_ps 1020 \
    cap_violations 0 \
    antenna_found_initial 22 \
    edf_count 2048 \
    setup_tns_ps 0 \
    via_per_inst 6.78 \
    post_cts_resized 0 \
]
## layout by cell type (no fill, tap or decap), types with 31 or more instances in the layout
cell type and count:
nor2b_1 31, nand2_1 111, clkinv_1 56, edfxtp_1 2048, nor2_1 302, buf_4 382
a21oi_1 92, mux4_2 1004, o221ai_1 99, mux2i_1 358, clkinv_2 39, clkbuf_16 217
a22oi_1 89, nand3_1 51, clkdlybuf4s50_1 46, o22ai_1 79, a211oi_1 49, clkbuf_1 57
## worst min path at each step
stage                         end                           startpoint  cells after the start  slack, ps
4_1_cts   dpram.Data_B[1]$_DFF_P_  dpram.memory_array[63][1]$_DFFE_PP_                      5       1000
5_1_grt   dpram.Data_B[2]$_DFF_P_  dpram.memory_array[63][2]$_DFFE_PP_                      5       1090
6_report  dpram.Data_B[1]$_DFF_P_  dpram.memory_array[63][1]$_DFFE_PP_                      5       1020
## layout make-up
class / instances / area, sq um
clock buffer: 284 / 5780
clock inverter: 120 / 943
fill: 14200 / 84300
multi-input combinational: 2550 / 33400
antenna: 9 / 22.5
tap: 2526 / 3160
sequential: 2064 / 61800
timing repair buffer: 450 / 3680
inverter: 29 / 115
## kinds of logic after synthesis
kind of cell / share of synthesized area
DFF: 0.633
muxes: 0.270
and+or+nand+nor: 0.0279
AOI/OAI and AO/OA: 0.0385
buffers and inverters: 0.0265
adders and majority gates: 0.00413
xor gates and xnor gates: 0.0000897
## Yosys cell counts, types with 3 or more instances
master,number,share of area
nor2_1,307,0.012
buf_4,67,0.0052
and4_1,3,0.00027
o31ai_1,11,0.00085
mux2i_1,358,0.037
edfxtp_1,2048,0.63
o221ai_1,99,0.0089
nor3_1,26,0.0013
a21oi_1,92,0.0047
o211ai_1,21,0.0016
nor4_1,3,0.00019
a221oi_1,7,0.00063
a22oi_1,89,0.0068
a211oi_1,49,0.0038
a211o_1,5,0.00045
o22ai_1,79,0.0051
nand3_1,56,0.0029
and3b_1,5,0.00045
clkbuf_1,172,0.0066
nor3b_1,4,0.00031
inv_1,27,0.0010
buf_8,8,0.0012
a2bb2oi_1,3,0.00027
a31oi_1,6,0.00038
nand3b_1,3,0.00023
o211a_1,3,0.00031
and3_1,7,0.00045
o21ai_0,34,0.0017
buf_2,104,0.0053
mux2_2,12,0.0014
mux4_2,1004,0.23
buf_6,51,0.0059
ha_1,21,0.0027
a22o_1,18,0.0016
buf_1,26,0.0010
or2_2,4,0.00026
nand4_1,25,0.0016
nand2_1,116,0.0045
fa_1,7,0.0014
nand2b_1,14,0.00090
nor2b_1,37,0.0024
dfxtp_1,16,0.0033
o32ai_1,4,0.00036
## power breakdown
| part | switching [mW] | internal, mW |
|---|---|---|
| Sequential | 0.0183 | 5.44 |
| Clock | 1.84 | 2.36 |
| Combinational | 0.802 | 0.380 |
| Total | 2.66 | 8.18 |
## state kept, by name, indices dropped and copies added (netlist names)
register and count:
dpram.memory_array 2048, dpram.Data_B 8, dpram.Data_A 8
## metal layers
layer	routed length (um)	track usage
met1	93000	0.453
met2	137000	0.475
met3	57300	0.275
met4	14900	0.124
met5	415	0.0154
## critical path: stages
cell	delay [ps]
clkdlybuf4s50_1	490
fa_1	170
inv_1	50
fa_1	380
fa_1	380
fa_1	410
fa_1	390
fa_1	370
inv_1	100
fa_1	410
mux4_2	460
a21oi_1	260
o21ai_4	70
buf_4	290
clkdlybuf4s50_1	620
No activity file was given, so power comes from the tool's default toggle rates.
